===== /design/flow/design.v =====
`timescale 1ns/1ps
`default_nettype none
package cpu_pkg;
parameter int WIDTH = 32;
parameter logic [WIDTH-1:0] RESET_PC_ADDR = '0;
typedef enum logic [3:0] {
ALU_ADD  = 4'd0,   
ALU_SUB  = 4'd1,   
ALU_AND  = 4'd2,   
ALU_OR   = 4'd3,   
ALU_XOR  = 4'd4,   
ALU_SLL  = 4'd5,   
ALU_SRL  = 4'd6,   
ALU_SRA  = 4'd7,   
ALU_SLT  = 4'd8,   
ALU_SLTU = 4'd9    
} alu_op;
localparam int SHAMT_W = $clog2(WIDTH);
localparam int IMEM_DEPTH = 1024;
localparam logic [31:0] INSN_NOP = 32'h0000_0013;   
localparam int DMEM_DEPTH = 1024;
localparam logic [6:0] OP_LUI    = 7'b0110111;
localparam logic [6:0] OP_AUIPC  = 7'b0010111;
localparam logic [6:0] OP_JAL    = 7'b1101111;
localparam logic [6:0] OP_JALR   = 7'b1100111;
localparam logic [6:0] OP_BRANCH = 7'b1100011;
localparam logic [6:0] OP_LOAD   = 7'b0000011;
localparam logic [6:0] OP_STORE  = 7'b0100011;
localparam logic [6:0] OP_OPIMM  = 7'b0010011;
localparam logic [6:0] OP_OP     = 7'b0110011;
localparam logic [2:0] F3_ADD_SUB = 3'b000;
localparam logic [2:0] F3_SLL     = 3'b001;
localparam logic [2:0] F3_SLT     = 3'b010;
localparam logic [2:0] F3_SLTU    = 3'b011;
localparam logic [2:0] F3_XOR     = 3'b100;
localparam logic [2:0] F3_SRL_SRA = 3'b101;
localparam logic [2:0] F3_OR      = 3'b110;
localparam logic [2:0] F3_AND     = 3'b111;
localparam logic [2:0] F3_BEQ  = 3'b000;
localparam logic [2:0] F3_BNE  = 3'b001;
localparam logic [2:0] F3_BLT  = 3'b100;
localparam logic [2:0] F3_BGE  = 3'b101;
localparam logic [2:0] F3_BLTU = 3'b110;
localparam logic [2:0] F3_BGEU = 3'b111;
localparam logic [2:0] F3_LB  = 3'b000;
localparam logic [2:0] F3_LH  = 3'b001;
localparam logic [2:0] F3_LW  = 3'b010;
localparam logic [2:0] F3_LBU = 3'b100;
localparam logic [2:0] F3_LHU = 3'b101;
localparam logic [2:0] F3_SB = 3'b000;
localparam logic [2:0] F3_SH = 3'b001;
localparam logic [2:0] F3_SW = 3'b010;
typedef enum logic [2:0] { 
  IMM_I, 
  IMM_S, 
  IMM_B, 
  IMM_U, 
  IMM_J 
} imm_src;
typedef enum logic [1:0] { 
  RES_ALU = 2'b00, 
  RES_MEM = 2'b01, 
  RES_PC4 = 2'b10 
} result_src;
typedef enum logic [2:0] { 
  BR_NONE = 3'b000, 
  BR_EQ   = 3'b001, 
  BR_NE   = 3'b010,
  BR_LTS  = 3'b011,  
  BR_GES  = 3'b100,  
  BR_LTU  = 3'b101,  
  BR_GEU  = 3'b110  
} branch;
typedef enum logic [2:0] {
LD_LB  = 3'b000,
LD_LH  = 3'b001,
LD_LW  = 3'b010,
LD_LBU = 3'b100,
LD_LHU = 3'b101
} load_type;
typedef enum logic [1:0] {
ST_SB = 2'b00,
ST_SH = 2'b01,
ST_SW = 2'b10
} store_type;
endpackage : cpu_pkg
`timescale 1ns/1ps
`default_nettype none
module imm_gen
  import cpu_pkg::*;
(
  input  wire [31:0]       instr_i,
  input  var imm_src       imm_src_i,
  output logic [WIDTH-1:0] imm_o
);
  wire [11:0] i_imm12    = instr_i[31:20];
  wire [WIDTH-1:0] imm_i = {{(WIDTH-12){i_imm12[11]}}, i_imm12};
  wire [11:0] s_imm12    = {instr_i[31:25], instr_i[11:7]};
  wire [WIDTH-1:0] imm_s = {{(WIDTH-12){s_imm12[11]}}, s_imm12};
  wire [12:0] b_imm13    = {instr_i[31], instr_i[7], instr_i[30:25], instr_i[11:8], 1'b0};
  wire [WIDTH-1:0] imm_b = {{(WIDTH-13){b_imm13[12]}}, b_imm13};
  wire [31:12] u_imm20   = instr_i[31:12];
  wire [WIDTH-1:0] imm_u = {u_imm20, 12'b0};
  wire [20:0] j_imm21    = {instr_i[31], instr_i[19:12], instr_i[20], instr_i[30:21], 1'b0};
  wire [WIDTH-1:0] imm_j = {{(WIDTH-21){j_imm21[20]}}, j_imm21};
  always_comb begin
    unique case (imm_src_i)
      IMM_I: imm_o = imm_i;
      IMM_S: imm_o = imm_s;   
      IMM_B: imm_o = imm_b; 
      IMM_U: imm_o = imm_u;
      IMM_J: imm_o = imm_j;
      default: imm_o = '0;
    endcase
  end
endmodule

===== /design/flow/run.sh =====
#!/bin/bash
# OpenROAD 26Q1-2900-gdf79404cd8, Yosys 0.63+post, stock flow scripts
make -C /OpenROAD-flow-scripts/flow DESIGN_CONFIG=/design/flow/config.mk WORK_HOME=/design/flow/orfs finish

===== /design/flow/config.mk =====
export PLATFORM = sky130hd
export DESIGN_NAME = imm_gen
export DESIGN_NICKNAME = imm_gen
export VERILOG_FILES = /design/flow/design.v
export SDC_FILE = /design/flow/constraint.sdc
export NUM_CORES = 4
export LEC_CHECK = 1
export CORE_AREA = 10 10 70 70
export DIE_AREA = 0 0 80 80
export SYNTH_HDL_FRONTEND = slang

===== /design/flow/constraint.sdc =====
current_design imm_gen

set clk_period 2.1
set clk_io_pct 0.2

create_clock -name clk0 -period $clk_period

set non_clock_inputs [all_inputs -no_clocks]
set_input_delay [expr $clk_period * $clk_io_pct] -clock clk0 $non_clock_inputs
set_output_delay [expr $clk_period * $clk_io_pct] -clock clk0 [all_outputs]

==> run_summary.xml <==
<?xml version="1.0" encoding="UTF-8"?>
<metrics>
  <group name="routing">
    <metric name="vias" unit="">920</metric>
    <metric name="detail_route.first_pass.iterations" unit="">4</metric>
    <metric name="wire_per_inst" unit="um">13.56</metric>
    <metric name="detail_route.wirelength" unit="um">2942</metric>
    <metric name="antennaDiodeCount" unit="">0</metric>
    <metric name="first_iter_violations" unit="">37</metric>
    <metric name="vias_per_cell" unit="">4.240</metric>
    <metric name="final_antenna_net_count" unit="">0</metric>
    <metric name="post_route_drc" unit="">0</metric>
  </group>
  <group name="final_timing">
    <metric name="min_period_over_period" unit="%">98.54</metric>
    <metric name="finalSetupViolations" unit="">0</metric>
    <metric name="tightest_slew" unit="ns">0.2179</metric>
    <metric name="slew_headroom" unit="%">85.43</metric>
    <metric name="max_freq" unit="GHz">0.4833</metric>
    <metric name="finalMaxSlewViolations" unit="">0</metric>
    <metric name="rsz_0062_raised_after_global_routing" unit="">yes</metric>
    <metric name="worst_slack" unit="ns">0.03076</metric>
    <metric name="hold_viol_final" unit="">0</metric>
    <metric name="crit_path_time_final" unit="ns">2.069</metric>
  </group>
  <group name="logic_synthesis">
    <metric name="yosys_area" unit="um^2">540.5</metric>
    <metric name="post_synth.cell_area_avg" unit="um^2">5.750</metric>
    <metric name="yosys-top-cells-area" unit="">a21oi_1 16%, nand2_1 15%, o22ai_1 14%</metric>
    <metric name="seq_area_frac_synth" unit="%">0</metric>
    <metric name="netlist_area" unit="um^2">540.5</metric>
    <metric name="yosys_cells" unit="">94</metric>
    <metric name="synth_area_leader_cell" unit="">a21oi_1</metric>
    <metric name="yosys_warnings" unit="">0</metric>
    <metric name="syn_inst" unit="">94</metric>
    <metric name="synth.lib_cells_used.distinct" unit="">20</metric>
    <metric name="top_area_cell_share" unit="%">15.74</metric>
  </group>
  <group name="critical_path">
    <metric name="critical_path.max_fanout" unit="">6</metric>
    <metric name="criticalPathCategory" unit="">input port to output pin</metric>
    <metric name="timing.critical_path.buf_inv" unit="">3</metric>
    <metric name="cp.required" unit="ns">1.68</metric>
    <metric name="critical-path-slowest-cell" unit="">clkdlybuf4s50_1</metric>
    <metric name="critPathCaptureType" unit="">output pin</metric>
    <metric name="crit_path_max_incr_delay" unit="ns">0.47</metric>
    <metric name="timing.critical_path.arrival" unit="ns">1.65</metric>
    <metric name="worstSetupStartpointType" unit="">input port</metric>
    <metric name="cpLargestDelayFamily" unit="">buffers and inverters</metric>
    <metric name="worst_path_cell_chain" unit="">buf_4 &gt; maj3_2 &gt; buf_6 &gt; nor2b_2 &gt; clkdlybuf4s50_1</metric>
  </group>
  <group name="finish">
    <metric name="layout.area.seq" unit="um^2">0</metric>
    <metric name="drive_above_1_share" unit="%">28.65</metric>
    <metric name="final_layout_top_logic_cell" unit="">clkdlybuf4s50_1</metric>
    <metric name="postLayoutCellArea" unit="um^2">1439</metric>
    <metric name="mostFrequentLayoutCells" unit="">38 x clkdlybuf4s50_1, 22 x buf_4, 18 x nand2_1</metric>
    <metric name="nClkBuffers" unit="">0</metric>
    <metric name="fin_cells" unit="">217</metric>
    <metric name="layout.sequential_cells" unit="">0</metric>
    <metric name="area_growth_syn_to_layout" unit="%">166.2</metric>
  </group>
  <group name="floorplan">
    <metric name="floorplan.core_util" unit="%">15.82</metric>
    <metric name="die_width" unit="um">80</metric>
    <metric name="fp.dieArea" unit="um^2">6400</metric>
    <metric name="num_rows" unit="">21</metric>
    <metric name="boundaryPins" unit="">67</metric>
    <metric name="core_region_area" unit="um^2">3416</metric>
    <metric name="floorplan.die.height" unit="um">80</metric>
  </group>
  <group name="placement">
    <metric name="routability_congestion_estimate" unit="">0.7298</metric>
    <metric name="preCtsSetupSlack" unit="ns">-0.4940</metric>
    <metric name="placed_cell_count" unit="">211</metric>
    <metric name="detailed_place.area" unit="um^2">1308</metric>
    <metric name="port_buffers" unit="">60</metric>
    <metric name="placed_wire_length_estimate" unit="um">2294</metric>
  </group>
  <group name="global_route">
    <metric name="grt_first_pass_wirelength" unit="um">4450</metric>
    <metric name="globalRouteTotalUtil" unit="%">8.312</metric>
    <metric name="first_global_vias" unit="">844</metric>
    <metric name="grt_max_degree" unit="">12</metric>
    <metric name="globalRouteOverflowTotal" unit="">0</metric>
    <metric name="grt_antenna_before_repair" unit="">0</metric>
  </group>
  <group name="flow_run">
    <metric name="cap_violations" unit="">0</metric>
    <metric name="stage_log_warning_count" unit="">40</metric>
  </group>
  <group name="worst_hold_path">
    <metric name="holdCritPathClass" unit="">input port to output pin</metric>
  </group>
  <group name="pwr">
    <metric name="ir_drop" unit="uV">88.42</metric>
    <metric name="leakagePower" unit="nW">0.7712</metric>
    <metric name="power.density_cell_area" unit="nW/um^2">201.3</metric>
    <metric name="power" unit="W">0.0002897</metric>
  </group>
  <group name="outcome">
    <metric name="run_status" unit="">finished, final reports clean</metric>
  </group>
</metrics>
## power by group
| part | leakage, nW | internal (W) | switching, W |
|---|---|---|---|
| logic | 0.771 | 0.000195 | 0.0000946 |
| registers | 0 | 0 | 0 |
| clock network | 0 | 0 | 0 |
| total | 0.771 | 0.000195 | 0.0000946 |
## repair_timing
item                       CTS  global route
cloned                       1             0
hold buffers                 0             0
pin swaps                    2             5
setup endpoints to repair   32            21
hold endpoints to repair     0             0
resized                     31            29
setup buffers                2             3
## cells in the mapped netlist
library cell / n
nand2b_1: 5
buf_2: 4
a21oi_1: 17
and3b_1: 1
nand2b_4: 1
and2b_1: 2
o21ai_0: 1
mux2_2: 4
o32ai_1: 1
nor2b_1: 7
and2_0: 1
maj3_2: 1
clkbuf_1: 4
inv_1: 5
nor3_1: 1
o22ai_1: 12
nand2_1: 22
and2_1: 1
mux2i_1: 1
buf_6: 3
## through the flow
stage | util (%) | hold slack, ns | TNS [ns]
final | 42.12 | 1.209 | 0
after floorplan | - | 0.8938 | 0
after CTS | 39.49 | 1.411 | 0
after detailed placement | 38.28 | 1.771 | -13.78
after global placement | 38.28 | 1.759 | -13.57
after global routing | 42.12 | 1.244 | -0.04927
## cells by family (layout without fill, tap and decap cells)
family	count (synthesis)	after routing	share of synthesized area [%]
simple gates	41	42	39.35
mux	5	5	10.18
compound gates	31	31	32.17
buf+inv	16	92	16.20
fa+ha+maj	1	1	2.083
## per-layer routing
metal | vias up | track usage [%] | wire, um
li1 | 479 | - | -
met1 | 419 | 11.47 | 1354
met2 | 22 | 13.72 | 1439
met3 | 0 | 1.705 | 148
met4 | 0 | 0 | 0
met5 | - | 0 | 0
## final cells by class
class	instances	area [um^2]
Timing Repair Buffer	87	844.6
Multi-Input combinational cell	79	518.0
Tap cell	46	57.56
Fill cell	352	1977
Inverter	5	18.77
## final timing paths
check,from,to,slack (ns),cells after the start
max,imm_src_i[0],imm_o[8],0.03,5
min,imm_src_i[2],imm_o[0],1.21,4
No activity file was given, so power comes from the tool's default toggle rates.
