[flow/config.mk]
export PLATFORM = sky130hd
export DESIGN_NAME = pc
export DESIGN_NICKNAME = pc
export VERILOG_FILES = /design/flow/design.v
export SDC_FILE = /design/flow/constraint.sdc
export NUM_CORES = 4
export LEC_CHECK = 1
export CORE_AREA = 10 10 105 105
export DIE_AREA = 0 0 115 115
export SYNTH_HDL_FRONTEND = slang
[flow/run.sh]
#!/bin/bash
# OpenROAD 26Q1-2900-gdf79404cd8, Yosys 0.63+post, stock flow scripts
make -C /OpenROAD-flow-scripts/flow DESIGN_CONFIG=/design/flow/config.mk WORK_HOME=/design/flow/orfs finish
[flow/constraint.sdc]
current_design pc

set clk_period 5.1
set clk_io_pct 0.2

create_clock -name clk0 -period $clk_period [get_ports {clk_i}]

set non_clock_inputs [all_inputs -no_clocks]
set_input_delay [expr $clk_period * $clk_io_pct] -clock clk0 $non_clock_inputs
set_output_delay [expr $clk_period * $clk_io_pct] -clock clk0 [all_outputs]
[flow/design.v]
`timescale 1ns/1ps
`default_nettype none
package cpu_pkg;
parameter int WIDTH = 32;
parameter logic [WIDTH-1:0] RESET_PC_ADDR = '0;
typedef enum logic [3:0] {
ALU_ADD  = 4'd0,   
ALU_SUB  = 4'd1,   
ALU_AND  = 4'd2,   
ALU_OR   = 4'd3,   
ALU_XOR  = 4'd4,   
ALU_SLL  = 4'd5,   
ALU_SRL  = 4'd6,   
ALU_SRA  = 4'd7,   
ALU_SLT  = 4'd8,   
ALU_SLTU = 4'd9    
} alu_op;
localparam int SHAMT_W = $clog2(WIDTH);
localparam int IMEM_DEPTH = 1024;
localparam logic [31:0] INSN_NOP = 32'h0000_0013;   
localparam int DMEM_DEPTH = 1024;
localparam logic [6:0] OP_LUI    = 7'b0110111;
localparam logic [6:0] OP_AUIPC  = 7'b0010111;
localparam logic [6:0] OP_JAL    = 7'b1101111;
localparam logic [6:0] OP_JALR   = 7'b1100111;
localparam logic [6:0] OP_BRANCH = 7'b1100011;
localparam logic [6:0] OP_LOAD   = 7'b0000011;
localparam logic [6:0] OP_STORE  = 7'b0100011;
localparam logic [6:0] OP_OPIMM  = 7'b0010011;
localparam logic [6:0] OP_OP     = 7'b0110011;
localparam logic [2:0] F3_ADD_SUB = 3'b000;
localparam logic [2:0] F3_SLL     = 3'b001;
localparam logic [2:0] F3_SLT     = 3'b010;
localparam logic [2:0] F3_SLTU    = 3'b011;
localparam logic [2:0] F3_XOR     = 3'b100;
localparam logic [2:0] F3_SRL_SRA = 3'b101;
localparam logic [2:0] F3_OR      = 3'b110;
localparam logic [2:0] F3_AND     = 3'b111;
localparam logic [2:0] F3_BEQ  = 3'b000;
localparam logic [2:0] F3_BNE  = 3'b001;
localparam logic [2:0] F3_BLT  = 3'b100;
localparam logic [2:0] F3_BGE  = 3'b101;
localparam logic [2:0] F3_BLTU = 3'b110;
localparam logic [2:0] F3_BGEU = 3'b111;
localparam logic [2:0] F3_LB  = 3'b000;
localparam logic [2:0] F3_LH  = 3'b001;
localparam logic [2:0] F3_LW  = 3'b010;
localparam logic [2:0] F3_LBU = 3'b100;
localparam logic [2:0] F3_LHU = 3'b101;
localparam logic [2:0] F3_SB = 3'b000;
localparam logic [2:0] F3_SH = 3'b001;
localparam logic [2:0] F3_SW = 3'b010;
typedef enum logic [2:0] { 
  IMM_I, 
  IMM_S, 
  IMM_B, 
  IMM_U, 
  IMM_J 
} imm_src;
typedef enum logic [1:0] { 
  RES_ALU = 2'b00, 
  RES_MEM = 2'b01, 
  RES_PC4 = 2'b10 
} result_src;
typedef enum logic [2:0] { 
  BR_NONE = 3'b000, 
  BR_EQ   = 3'b001, 
  BR_NE   = 3'b010,
  BR_LTS  = 3'b011,  
  BR_GES  = 3'b100,  
  BR_LTU  = 3'b101,  
  BR_GEU  = 3'b110  
} branch;
typedef enum logic [2:0] {
LD_LB  = 3'b000,
LD_LH  = 3'b001,
LD_LW  = 3'b010,
LD_LBU = 3'b100,
LD_LHU = 3'b101
} load_type;
typedef enum logic [1:0] {
ST_SB = 2'b00,
ST_SH = 2'b01,
ST_SW = 2'b10
} store_type;
endpackage : cpu_pkg
`timescale 1ns/1ps
`default_nettype none
module pc
  import cpu_pkg::*;
(
  input wire                clk_i ,          
  input wire                rst_n_i,          
  input wire                pc_load_i,        
  input wire  [WIDTH-1:0]   pc_load_val_i,    
  output wire [WIDTH-1:0]   pc_o,             
  output wire [WIDTH-1:0]   pc_plus4_o        
);
import cpu_pkg::*;
logic [WIDTH-1:0] pc_q;
always_ff @( posedge clk_i ) begin
  if (!rst_n_i) pc_q <= RESET_PC_ADDR;
  else begin
    if (pc_load_i) pc_q <= pc_load_val_i;
    else           pc_q <= pc_q + WIDTH'(32'd4);
  end
end
assign pc_o       = pc_q;
assign pc_plus4_o = pc_q + WIDTH'(32'd4); 
endmodule
==> results.yml <==
# physical design summary
run_status:
  status: "complete, no violations"
cells_and_area:
  drive_gt1_share_pct: 9.38
  syn2layout_area_growth_pct: 59.3
  stdcell_count: 428
  most-common-layout-cells: "clkdlybuf4s50_1 (97), dfxtp_1 (32), nand2_1 (18)"
  num-fill-cells: 894
  mostFrequentLayoutCell: "clkdlybuf4s50_1"
  largest_reg_flops: 32
  comb_area_um2: 1190
  seq_area_um2: 641
clock_tree:
  cts_tree: "built"
  clock-root-buffer: "clkbuf_8"
  hold_buffers: 0
  numCtsBuffers: 5
  cts_resized: 0
  worstSkewPairLatency_ns: 0.28
  htreeDepth: 2
  clock_path_buffers: 2
  cts.clk_slew.worst_paths_ns: 0.07
  cts_setup_buffers: 0
  cts_sinks: 32
route:
  ant_nets: 0
  vias: 2030
  routed_wire_length_per_instance_um: 16.6
  drtIter0Drc: 69
  antennaDiodeCount: 0
  firstDrtPassIters: 4
  avgViaCountPerCell: 4.74
  totalWireLength_um: 7120
  drc: 0
timing:
  timing.final.crit_share_pct: 76.5
  skew_ns: 0.00211
  hold_viol_final: 0
  clock.fmax_mhz: 256
  setup_ws_ns: 1.20
  worst_pin_slew_ns: 0.803
  hold_slack_ns: 0.538
  maxSlewHeadroom_pct: 46.0
  min_period_ns: 3.90
  rsz0062_at_grt: "false"
  drv_slew: 0
  tns_ns: 0
  finalSetupViolCount: 0
yosys:
  area_leaders: "dfxtp_1 (33%), o311a_1 (6.2%), nand2b_1 (5.2%), xor2_1 (3.6%), or2_2 (3.6%)"
  syn_area_per_cell_um2: 8.59
  ys_ff: 32
  netlist_area_um2: 1930
  top_area_share_pct: 33.2
  yosysChipArea_um2: 1930
  ys_sh_mux_pct: 1.55
  postSynthSeqShare_pct: 33.2
  adder_share_pct: 0.648
  ys_sh_aoi_pct: 22.3
  yosysWarnings: 0
  synth_cell_types: 39
  synthCells: 225
  logic_family: "simple AND/OR/NAND/NOR gates"
  top_area_cell: "dfxtp_1"
  synthSimpleGateAreaFrac_pct: 30.5
  yosys-stat-cells: 225
  synth-xor-area-share_pct: 6.80
floorplanning:
  die_area_um2: 13200
  io_pins: 99
  fp.dieW_um: 115
  die_h_um: 115
  core.rowCount: 34
  initial_core_util_pct: 22.0
  coreArea_um2: 8760
placement:
  dp_cells: 420
  gp_congestion: 0.810
  dp_slack_ns: 1.50
  port_buffers: 98
  dp_hpwl_um: 5460
global_route:
  grt_pass1_vias: 2081
  grt_pass1_wl_um: 11400
  antenna_found_initial: 0
  overflow: 0
  grt_max_degree: 52
  grtUsageTotal_pct: 10.6
critical_path:
  worst_ep_arrival_time_ns: 2.88
  r2r_slack_ns: 2.79
  startpoint: "pc_o[2]"
  r2r-start: "pc_o[2]"
  reg2reg_depth: 5
  crit_family: "simple AND/OR/NAND/NOR gates"
  crit_cells: 6
  r2r-end: "pc_o[26]"
  required_ns: 4.08
  critPathSlowestCell: "or4_4"
  critPathMaxFanout: 11
  endpoint_kind: "output pin"
  path_buffers: 1
  endpoint: "pc_plus4_o[26]"
  path_cells: "ha_1, nand3_1, or4_4, o31a_2, or2_2, clkdlybuf4s50_1"
  timing_worst_setup_path_type: "reg -> out"
  cp-start-kind: "register"
  max_stage_delay_ns: 0.59
job:
  warning_count: 25
  cap_violations: 0
pwr:
  finalPower_w: 0.000651
  cellPowerDensity_nw_per_um2: 212
  peakVddDrop_uv: 111
  leakagePower_nw: 1.17
min_path:
  worst_hold_path_type: "reg -> reg"
where the power goes:
part	internal, W	switching, W
Sequential	0.000267	0.0000248
Combinational	0.000109	0.0000447
Clock	0.000110	0.0000951
Total	0.000487	0.000165
per-layer routing:
metal,global-route usage (%),vias up,part of all wire [%]
li1,-,1020,-
met4,0.743,0,0.88
met5,0,-,0
met1,14.2,941,45
met2,16.5,64,45
met3,4.54,5,8.9
cells in the mapped netlist:
master,instances
or2_1,1
nand4_1,6
a211oi_1,2
nand3_1,8
o311a_1,12
or4_1,1
o31a_1,4
clkbuf_1,9
a21oi_1,1
o21ai_0,11
o21ba_2,6
nor3b_1,1
o211a_1,4
nor3_1,10
nor2_1,3
and2_1,1
buf_4,2
buf_6,2
o31a_2,1
or3_1,1
or4_4,2
or2_2,11
xnor2_1,7
and4_1,2
mux2i_1,3
nand2_1,18
nand4_4,1
a31oi_1,2
dfxtp_1,32
xor2_1,8
ha_1,1
and3_1,5
nor4_1,9
inv_1,7
a21boi_0,5
a311oi_1,2
o21a_1,3
nor2b_1,5
nand2b_1,16
through the flow:
step / area (um2) / utilization, %
after floorplan: 1930 / -
after global placement: 2990 / 34.1
after detailed placement: 2990 / 34.1
after CTS: 3080 / 35.1
after global routing: 3080 / 35.1
final: 3080 / 35.1
how the worst min path moves through the flow:
stage	startpoint	endpoint	slack, ns	depth (start not counted)
finish	pc_o[0]	pc_o[0]	0.54	2
global route	pc_o[0]	pc_o[0]	0.57	2
CTS	pc_o[0]	pc_o[0]	0.54	2
layout make-up:
type | instances | area share, %
multi-input cells | 173 | 38.8
repair buffers | 100 | 32.2
flip-flops and latches | 32 | 20.8
well taps | 108 | 4.39
clock buffers | 8 | 2.93
inverters | 7 | 0.854
worst register-to-register path, delay by kind of cell (launching register included):
family	cells	cell delay [ns]
and+or+nand+nor	2	0.83
AOI/OAI and AO/OA	2	0.71
adders and majority gates	1	0.22
DFF	1	0.44
cells by family after synthesis:
logic type / Yosys count
AND/OR/NAND/NOR: 101
AND-OR/OR-AND: 53
flip-flops: 32
buffers and inverters: 20
XOR/XNOR: 15
multiplexers: 3
adder cells (fa/ha/maj): 1
Power figures rest on the tool's default switching activity, not on a simulated workload.
