$ cat flow/run.sh
#!/bin/bash
# OpenROAD 26Q1-2900-gdf79404cd8, Yosys 0.63+post, stock flow scripts
make -C /OpenROAD-flow-scripts/flow DESIGN_CONFIG=/design/flow/config.mk WORK_HOME=/design/flow/orfs finish
$ cat flow/config.mk
export PLATFORM = sky130hd
export DESIGN_NAME = regfile
export DESIGN_NICKNAME = regfile
export VERILOG_FILES = /design/flow/design.v
export SDC_FILE = /design/flow/constraint.sdc
export NUM_CORES = 4
export LEC_CHECK = 1
export CORE_UTILIZATION = 50
export SYNTH_HDL_FRONTEND = slang
$ cat flow/constraint.sdc
current_design regfile

set clk_period 32.2
set clk_io_pct 0.2

create_clock -name clk0 -period $clk_period [get_ports {clk_i}]

set non_clock_inputs [all_inputs -no_clocks]
set_input_delay [expr $clk_period * $clk_io_pct] -clock clk0 $non_clock_inputs
set_output_delay [expr $clk_period * $clk_io_pct] -clock clk0 [all_outputs]
$ cat flow/design.v
`timescale 1ns/1ps
`default_nettype none
package cpu_pkg;
parameter int WIDTH = 32;
parameter logic [WIDTH-1:0] RESET_PC_ADDR = '0;
typedef enum logic [3:0] {
ALU_ADD  = 4'd0,   
ALU_SUB  = 4'd1,   
ALU_AND  = 4'd2,   
ALU_OR   = 4'd3,   
ALU_XOR  = 4'd4,   
ALU_SLL  = 4'd5,   
ALU_SRL  = 4'd6,   
ALU_SRA  = 4'd7,   
ALU_SLT  = 4'd8,   
ALU_SLTU = 4'd9    
} alu_op;
localparam int SHAMT_W = $clog2(WIDTH);
localparam int IMEM_DEPTH = 1024;
localparam logic [31:0] INSN_NOP = 32'h0000_0013;   
localparam int DMEM_DEPTH = 1024;
localparam logic [6:0] OP_LUI    = 7'b0110111;
localparam logic [6:0] OP_AUIPC  = 7'b0010111;
localparam logic [6:0] OP_JAL    = 7'b1101111;
localparam logic [6:0] OP_JALR   = 7'b1100111;
localparam logic [6:0] OP_BRANCH = 7'b1100011;
localparam logic [6:0] OP_LOAD   = 7'b0000011;
localparam logic [6:0] OP_STORE  = 7'b0100011;
localparam logic [6:0] OP_OPIMM  = 7'b0010011;
localparam logic [6:0] OP_OP     = 7'b0110011;
localparam logic [2:0] F3_ADD_SUB = 3'b000;
localparam logic [2:0] F3_SLL     = 3'b001;
localparam logic [2:0] F3_SLT     = 3'b010;
localparam logic [2:0] F3_SLTU    = 3'b011;
localparam logic [2:0] F3_XOR     = 3'b100;
localparam logic [2:0] F3_SRL_SRA = 3'b101;
localparam logic [2:0] F3_OR      = 3'b110;
localparam logic [2:0] F3_AND     = 3'b111;
localparam logic [2:0] F3_BEQ  = 3'b000;
localparam logic [2:0] F3_BNE  = 3'b001;
localparam logic [2:0] F3_BLT  = 3'b100;
localparam logic [2:0] F3_BGE  = 3'b101;
localparam logic [2:0] F3_BLTU = 3'b110;
localparam logic [2:0] F3_BGEU = 3'b111;
localparam logic [2:0] F3_LB  = 3'b000;
localparam logic [2:0] F3_LH  = 3'b001;
localparam logic [2:0] F3_LW  = 3'b010;
localparam logic [2:0] F3_LBU = 3'b100;
localparam logic [2:0] F3_LHU = 3'b101;
localparam logic [2:0] F3_SB = 3'b000;
localparam logic [2:0] F3_SH = 3'b001;
localparam logic [2:0] F3_SW = 3'b010;
typedef enum logic [2:0] { 
  IMM_I, 
  IMM_S, 
  IMM_B, 
  IMM_U, 
  IMM_J 
} imm_src;
typedef enum logic [1:0] { 
  RES_ALU = 2'b00, 
  RES_MEM = 2'b01, 
  RES_PC4 = 2'b10 
} result_src;
typedef enum logic [2:0] { 
  BR_NONE = 3'b000, 
  BR_EQ   = 3'b001, 
  BR_NE   = 3'b010,
  BR_LTS  = 3'b011,  
  BR_GES  = 3'b100,  
  BR_LTU  = 3'b101,  
  BR_GEU  = 3'b110  
} branch;
typedef enum logic [2:0] {
LD_LB  = 3'b000,
LD_LH  = 3'b001,
LD_LW  = 3'b010,
LD_LBU = 3'b100,
LD_LHU = 3'b101
} load_type;
typedef enum logic [1:0] {
ST_SB = 2'b00,
ST_SH = 2'b01,
ST_SW = 2'b10
} store_type;
endpackage : cpu_pkg
`timescale 1ns/1ps
`default_nettype none
module regfile
  import cpu_pkg::*;
(
  input wire               clk_i,    
  input wire               rst_n_i,  
  input wire               we_i,     
  input wire  [4:0]        rs1_i,    
  input wire  [4:0]        rs2_i,    
  input wire  [4:0]        rd_i,     
  input wire  [WIDTH-1:0]  wd_i,     
  output wire [WIDTH-1:0]  rs1_o,    
  output wire [WIDTH-1:0]  rs2_o     
);
logic [WIDTH-1:0] regs [0:31];
assign rs1_o = (rs1_i == 5'd0) ? '0 : regs[rs1_i];
assign rs2_o = (rs2_i == 5'd0) ? '0 : regs[rs2_i];
always_ff @(posedge clk_i) begin
  if (!rst_n_i) begin
    for (int i = 0 ; i < 32; i++) begin
      regs[i] <= '0; 
      end
  end else begin 
    if (we_i && (rd_i != 5'd0)) begin
       regs[rd_i] <= wd_i;
    end
  end
end
endmodule
==> flow_summary.json <==
{
  "outcome": "completed",
  "worstHoldPathCells": 2,
  "placed_cells": 4834,
  "worst_pin_slew_ps": 1140,
  "vdd_drop_max_mv": 0.04746,
  "p_per_area_nw_per_um2": 53.95,
  "io_buffers": 113,
  "grt_max_degree": 55,
  "gr-total-overflow": 0,
  "hp-class": "in -> reg",
  "cts_buffers": 109,
  "ctsRootBufferMaster": "clkbuf_16",
  "viasPerCell": 6.551,
  "fmax_ghz": 0.05784,
  "yosys_area_um2": 54230,
  "crit_fanout": 51,
  "ys_ff": 1024,
  "required_ps": 25760,
  "syn_to_final_growth_pct": 12.25,
  "dieWidth_um": 331.3,
  "synth_area_per_cell_um2": 15.46,
  "clkPwrFrac_pct": 39.9,
  "dp_hpwl_mm": 104.5,
  "post-route-period-util_pct": 53.69,
  "gp_congestion": 0.8997,
  "synth_area_um2": 54230,
  "drc": 0,
  "yosys_cells": 3507,
  "crit_slowest_cell": "a2111oi_1",
  "pre_cts_slack_ps": 15080,
  "cts_setup_buffers": 0,
  "hold_violations": 0,
  "relSlewSlack_pct": 23.33,
  "wl_per_cell_um": 34.97,
  "rows": 120,
  "hold_buffers": 0,
  "synth_top_cell_by_area": "edfxtp_1",
  "dr_total_vias": 33050,
  "end_kind": "primary output",
  "p_sw_share_pct": 24.06,
  "cp_slowest_stage_delay_ps": 800,
  "cts_sinks": 1024,
  "finalSetupViolations": 0,
  "dr.first_iter.drc_count": 2044,
  "final_layout_top_logic_cell": "edfxtp_1",
  "top_register": "regs",
  "start_kind": "input pin",
  "fin_crit_ps": 17290,
  "final.fill_count": 7871,
  "io-pin-count": 114,
  "ff_type": "edfxtp_1",
  "wirelength_mm": 176.4,
  "crit_cells": 8,
  "ys_seq_share_pct": 56.70,
  "coreArea_um2": 107400,
  "path_clk_slew_ps": 60,
  "dr.pass1.iters": 6,
  "switchingPower_mw": 0.7901,
  "slew_viol_final": 0,
  "ant_nets": 0,
  "synthCells": 3507,
  "cap_violations": 0,
  "tns_ps": 0,
  "pwr-share-comb_pct": 12.0,
  "synth-edff-count": 1024,
  "seqPwrFrac_pct": 48.1,
  "grt_pass1_vias": 36780,
  "final.setup.worst_slack_ps": 14910,
  "largest_reg_flops": 1024,
  "grt_use_total_pct": 36.38,
  "fp_util_pct": 50.52,
  "crit_arrival_ps": 10850,
  "warnings": 26,
  "grt_pass1_wl_mm": 253.5,
  "htreeDepth": 3,
  "p_leak_nw": 20.78,
  "synth_cell_types": 45,
  "cpMostUsedCell": "buf_4",
  "antenna_found_initial": 6,
  "rsz0062_at_grt": "false",
  "lay_top_cells": "edfxtp_1, and2_1, mux4_2",
  "layout-drive-gt1-share_pct": 25.21,
  "yosys_warnings": 0,
  "path_class": "in -> out",
  "internal_power_mw": 2.494,
  "cts.repair.resized": 0,
  "die_y_um": 331.3,
  "top_area_share_pct": 56.70,
  "async_flop_share_pct": 0,
  "area_leaders": "edfxtp_1, mux4_2, and2_1",
  "cts.path.max_buffers": 3,
  "die_area_um2": 109800,
  "cts_tree": "built",
  "cp_num_buf_inv": 4,
  "top_regs": "regs x1024",
  "stdcell_count": 5045,
  "cp_cell_sequence": "buf_8, buf_4, buf_4, mux4_2, a22o_1, a2111oi_1, nor3_1, clkdlybuf4s50_1",
  "cpLargestDelayFamily": "buffers and inverters"
}
-- final timing paths --
| path | start | endpoint | slack, ps |
|---|---|---|---|
| setup / recovery | rs2_i[0] | rs2_o[19] | 14910 |
| hold / removal | rst_n_i | regs[27][0] | 6310 |
-- cell families after synthesis --
| logic type | Yosys count | share of synthesized area, % |
|---|---|---|
| other | 1 | 0.006915 |
| flip-flops | 1024 | 56.70 |
| multiplexers | 652 | 22.99 |
| AND/OR/NAND/NOR | 1148 | 12.97 |
| buffers and inverters | 392 | 3.410 |
| AND-OR/OR-AND | 290 | 3.918 |
-- metal layers --
metal / wire length (µm) / GRT usage (%) / vias to the layer above
li1: - / - / 13690
met1: 53730 / 43.35 / 16130
met2: 81900 / 51.62 / 2721
met3: 30990 / 27.21 / 505
met4: 9490 / 14.23 / 16
met5: 332 / 3.040 / -
-- synth_stat cells, types with 2 or more instances --
library cell  instances
clkbuf_1            274
or3b_2                3
a21oi_1              12
a22o_1               51
inv_1                 3
or3_1                 3
mux2i_1             150
mux4_2              472
nand3b_1              5
buf_4                45
nor2b_1              14
a22oi_1              16
and2_1              995
edfxtp_1           1024
a32o_1                4
nand4b_1              2
nor3_1               54
mux2_2               30
nand2b_1              5
a221oi_1              4
a221o_1               2
a2111oi_0            23
nor4_1                5
buf_2                31
o22ai_1             103
buf_1                15
and3_1                3
nand2_1               9
nor2_1               37
a2111oi_1            32
a211oi_1              7
buf_6                22
nor4b_1               2
nand3_1               5
o21ai_0              35
-- power by group through the flow --
stage / Combinational (mW) / Sequential [mW] / Clock (mW)
CTS: 0.392 / 1.58 / 1.33
global route: 0.412 / 1.59 / 1.38
finish: 0.394 / 1.58 / 1.31
-- cell type report --
class	count	area, µm²	share of cell area [%]
inverter	3	11.26	0.01850
multi-input combinational	2122	22220	36.50
clock inverter	77	854.6	1.404
sequential	1024	30750	50.51
tap	1403	1755	2.884
timing repair buffer	282	2402	3.946
antenna	4	10.01	0.01644
clock buffer	130	2870	4.715
-- metrics by stage --
stage          cell area [µm²]  util, %  power, mW  hold slack (ps)
2_1_floorplan            54350        -      1.824             6638
3_3_place_gp             57140    53.22      1.986             6993
3_5_place_dp             57140    53.22      1.994             7003
4_1_cts                  60860    56.69      3.295             6266
5_1_grt                  60860    56.69      3.376             6299
6_report                 60870    56.70      3.284             6306
Power is estimated from default activity; no workload was simulated.
